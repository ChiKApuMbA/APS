--- /design/flow/design.v ---
module half_divider(
  input  logic [31:0] numerator,
  output logic [31:0] quotient
);
  assign quotient = numerator << 1'b1;
endmodule
module max_min(
  input  logic [31:0] a,
  input  logic [31:0] b,
  output logic [31:0] max,
  output logic [ 3:0] min
);
  always_comb begin
    if(a > b) begin
      max = a;
      min = b;
    end
    else begin
      max = b;
      min = b;
    end
  end
endmodule
module vector_abs(
  input  logic [31:0] x,
  input  logic [31:0] y,
  output logic [31:0] abs
);
  logic [31:0] min;
  logic [31:0] min_half;
  max_min max_min_unit(
    .a(x),
    .b(y),
    .max(max),
    .min(min)
  );
  half_divider div_unit(
    .numerator(min),
    .quotient(min_half)
  );
  assign abs = max + min_half;
endmodule
--- /design/flow/run.sh ---
#!/bin/bash
# OpenROAD 26Q1-2900-gdf79404cd8, Yosys 0.63+post, stock flow scripts
make -C /OpenROAD-flow-scripts/flow DESIGN_CONFIG=/design/flow/config.mk WORK_HOME=/design/flow/orfs finish
--- /design/flow/config.mk ---
export PLATFORM = sky130hd
export DESIGN_NAME = vector_abs
export DESIGN_NICKNAME = vector_abs
export VERILOG_FILES = /design/flow/design.v
export SDC_FILE = /design/flow/constraint.sdc
export NUM_CORES = 4
export LEC_CHECK = 1
export CORE_AREA = 10 10 95 95
export DIE_AREA = 0 0 105 105
--- /design/flow/constraint.sdc ---
current_design vector_abs

set clk_period 3.5
set clk_io_pct 0.2

create_clock -name clk0 -period $clk_period

set non_clock_inputs [all_inputs -no_clocks]
set_input_delay [expr $clk_period * $clk_io_pct] -clock clk0 $non_clock_inputs
set_output_delay [expr $clk_period * $clk_io_pct] -clock clk0 [all_outputs]
==> impl_metrics.json <==
{
  "postSynthSeqShare_pct": 0,
  "drive_above_1_share_pct": 30.0,
  "io_pins": 96,
  "ys_sh_aoi_pct": 14.7,
  "clkbuf_count": 0,
  "fp.dieH_um": 105,
  "met1_length_um": 1730,
  "die_w_um": 105,
  "warning_count": 32,
  "grt_max_degree": 5,
  "dp_cells": 319,
  "top_area_cell": "ha_1",
  "vias": 1188,
  "whs_ns": 1.84,
  "ys_chip_area_um2": 1070,
  "tns_ns": 0,
  "worstPathCellList": "dlygate4sd2_1 > ha_4 > nand4_1 > or4_4 > nor2_4 > a21oi_2 > a31oi_4 > mux2_4 > buf_2",
  "slowest_delay_ns": 0.58,
  "simple_gate_area_share_pct": 12.4,
  "vdd_drop_max_uv": 32.3,
  "critPathBufInv": 2,
  "initCoreUtil_pct": 15.5,
  "met2WireLength_um": 1870,
  "ys_top_cells_by_area": "ha_1, buf_4, inv_1, a21oi_1, nand4_1",
  "cpLargestDelayFamily": "simple AND/OR/NAND/NOR gates",
  "hold_path_class": "in2out",
  "status": "finished, final reports clean",
  "gp_congestion": 0.668,
  "final-instance-count-excl-fill": 323,
  "flop_area_um2": 0,
  "start_kind": "input port",
  "path_class": "in2out",
  "p_per_area_nw_per_um2": 96.5,
  "post_drt_wl_per_cell_um": 11.6,
  "topCombFamilyByArea": "adder cells",
  "drt-initial-drc-count": 17,
  "crit_fanout": 2,
  "grt_pass1_vias": 1311,
  "finalSetupViolCount": 0,
  "synth_adder_area_share_pct": 37.3,
  "fin_crit_sh_pct": 97.4,
  "antenna-diode-count": 0,
  "timing.fmax_ghz": 0.293,
  "grt_pass1_wl_um": 5720,
  "via_per_inst": 3.68,
  "dieArea_um2": 11000,
  "syn_to_final_growth_pct": 97.6,
  "rows": 30,
  "fin_crit_ns": 3.41,
  "drc_errors": 0,
  "ys_sh_mux_pct": 1.05,
  "netlist_instances": 149,
  "p_total_uw": 205,
  "routed_wl_um": 3760,
  "flops": 0,
  "endpoint_kind": "output pin",
  "top_cell_area_share_pct": 37.3,
  "xor_area_share_pct": 0,
  "syn_area_per_cell_um2": 7.20,
  "worstPathRequired_ns": 2.80,
  "drv_slew": 0,
  "wl_met3_um": 163,
  "dr.pass1.iters": 3,
  "power_leakage_uw": 0.00106,
  "timing.final.ws_setup_ns": 0.0910,
  "dr.max_layer_used": "met3",
  "pre_cts_slack_ns": -0.599,
  "ant_nets": 0,
  "ys_cells": 149,
  "dpl.hpwl_um": 3280,
  "critPathArrivalTime_ns": 2.71,
  "antenna_found_initial": 0,
  "gr-usage-all-layers_pct": 6.03,
  "synthesis.area_um2": 1070,
  "fp.coreArea_um2": 6910,
  "drv_cap": 0,
  "synth.distinct_cells": 23,
  "slowest_stage": "or4_4",
  "io_buffers": 69,
  "grt-ovfl-total": 0,
  "final_hold_viol_count": 0,
  "synth-warning-count": 4,
  "hold_buffers": 0
}
## routing by layer
layer / GRT usage (%) / up-vias
met1: 7.63 / 536
met3: 0.807 / 0
met4: 0 / 0
li1: - / 609
met5: 0 / -
met2: 11.2 / 43
## power by group
| group | internal (µW) | switching (µW) |
|---|---|---|
| clock network | 0 | 0 |
| registers | 0 | 0 |
| logic | 120 | 84.6 |
| total | 120 | 84.6 |
## repair_timing
action	in CTS	in global routing
setup endpoints to repair	1	1
gates resized	109	13
buffers inserted	4	1
pin swaps	42	7
## kinds of logic after synthesis
logic type,Yosys count
other cells,1
compound gates,26
simple gates,23
mux,1
buf+inv,66
fa+ha+maj,32
## cells in the final DEF (no fill, tap or decap), types with 2 or more instances in the layout
cell type        synthesis  routed
buf_4                   32      15
o211ai_1                 2       2
o21ai_0                  4       4
ha_1                    32      10
ha_4                     0      22
dlymetal6s2s_1           0       5
conb_1                   1      27
inv_2                    0      21
clkdlybuf4s50_1          0       4
clkdlybuf4s15_1          0       2
a21oi_1                 13      12
a221oi_2                 0       2
dlygate4sd2_1            0      57
nand3_1                  2       2
or4_4                    1       2
a21o_1                   2       2
nand2_1                  6       6
nand4_1                  7       7
inv_1                   34      13
## path summary, 6_finish.rpt
kind | endpoint | from | slack [ns] | depth (start not counted)
setup / recovery | abs[0] | x[19] | 0.09 | 9
hold / removal | abs[0] | x[0] | 1.84 | 3
## metrics by stage
step                      utilization, %  cell area (µm²)
after floorplan                        -             1170
after global placement              26.4             1820
after detailed placement            26.4             1820
after CTS                           30.0             2070
after global routing                30.7             2120
final                               30.7             2120
## layout make-up
class / instances / area (µm²)
fill: 736 / 4790
inverter: 34 / 128
timing repair buffer: 84 / 739
multi-input combinational: 109 / 1130
tap: 96 / 120
## cells in the mapped netlist
cell      number
nand4_2        1
nand3_1        2
nor3_1         1
or4_1          1
a22oi_1        1
conb_1         1
mux2_1         1
nor4_1         1
nand2_1        6
nor2_1         2
a21o_1         2
or4_4          1
a2111o_1       1
buf_4         32
inv_1         34
nor2b_1        1
a221oi_1       2
o21ai_0        4
ha_1          32
nand4_1        7
a31oi_1        1
a21oi_1       13
o211ai_1       2
Power figures rest on the tool's default switching activity, not on a simulated workload.
